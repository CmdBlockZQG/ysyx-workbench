[/design/flow/run.sh]
#!/bin/bash
# OpenROAD 26Q1-2900-gdf79404cd8, Yosys 0.63+post, stock flow scripts
make -C /OpenROAD-flow-scripts/flow DESIGN_CONFIG=/design/flow/config.mk WORK_HOME=/design/flow/orfs finish
[/design/flow/config.mk]
export PLATFORM = sky130hd
export DESIGN_NAME = ysyx_23060203_MMU
export DESIGN_NICKNAME = ysyx_23060203_MMU
export VERILOG_FILES = /design/flow/design.v
export SDC_FILE = /design/flow/constraint.sdc
export NUM_CORES = 4
export LEC_CHECK = 1
export CORE_UTILIZATION = 30
[/design/flow/constraint.sdc]
current_design ysyx_23060203_MMU

set clk_period 22.8
set clk_io_pct 0.2

create_clock -name clk0 -period $clk_period [get_ports {clock}]

set non_clock_inputs [all_inputs -no_clocks]
set_input_delay [expr $clk_period * $clk_io_pct] -clock clk0 $non_clock_inputs
set_output_delay [expr $clk_period * $clk_io_pct] -clock clk0 [all_outputs]
[/design/flow/design.v]
parameter ALU_ADD = 3'b000;  
parameter ALU_SHL = 3'b001;  
parameter ALU_LTS = 3'b010;  
parameter ALU_LTU = 3'b011;  
parameter ALU_XOR = 3'b100;  
parameter ALU_SHR = 3'b101;  
parameter ALU_OR  = 3'b110;  
parameter ALU_AND = 3'b111;  
interface axi_if;
  logic        arready;
  logic        arvalid;
  logic [31:0] araddr;
  logic [3:0]  arid;
  logic [7:0]  arlen;
  logic [2:0]  arsize;
  logic [1:0]  arburst;
  logic        rready;
  logic        rvalid;
  logic [1:0]  rresp;
  logic [31:0] rdata;
  logic        rlast;
  logic [3:0]  rid;
  logic        awvalid;
  logic        awready;
  logic [31:0] awaddr;
  logic [3:0]  awid;
  logic [7:0]  awlen;
  logic [2:0]  awsize;
  logic [1:0]  awburst;
  logic        wready;
  logic        wvalid;
  logic [31:0] wdata;
  logic [3:0]  wstrb;
  logic        wlast;
  logic        bready;
  logic        bvalid;
  logic [1:0]  bresp;
  logic [3:0]  bid;
  modport out (  
    input  arready,
    output arvalid,
    output araddr,
    output arid,
    output arlen,
    output arsize,
    output arburst,
    output rready,
    input  rvalid,
    input  rresp,
    input  rdata,
    input  rlast,
    input  rid,
    input  awready,
    output awvalid,
    output awaddr,
    output awid,
    output awlen,
    output awsize,
    output awburst,
    input  wready,
    output wvalid,
    output wdata,
    output wstrb,
    output wlast,
    output bready,
    input  bvalid,
    input  bresp,
    input  bid
  );
  modport in (  
    output arready,
    input  arvalid,
    input  araddr,
    input  arid,
    input  arlen,
    input  arsize,
    input  arburst,
    input  rready,
    output rvalid,
    output rresp,
    output rdata,
    output rlast,
    output rid,
    output awready,
    input  awvalid,
    input  awaddr,
    input  awid,
    input  awlen,
    input  awsize,
    input  awburst,
    output wready,
    input  wvalid,
    input  wdata,
    input  wstrb,
    input  wlast,
    input  bready,
    output bvalid,
    output bresp,
    output bid
  );
endinterface
parameter BR_BEQ  = 3'b000;
parameter BR_BNE  = 3'b001;
parameter BR_BLT  = 3'b100;
parameter BR_BGE  = 3'b101;
parameter BR_BLTU = 3'b110;
parameter BR_BGEU = 3'b111;
parameter OP_LUI    = 5'b01101;
parameter OP_AUIPC  = 5'b00101;
parameter OP_JAL    = 5'b11011;
parameter OP_JALR   = 5'b11001;
parameter OP_BRANCH = 5'b11000;
parameter OP_LOAD   = 5'b00000;
parameter OP_STORE  = 5'b01000;
parameter OP_RI     = 5'b00100;
parameter OP_RR     = 5'b01100;
parameter OP_SYS    = 5'b11100;
parameter OP_FENCEI = 5'b00011;
typedef enum {
  PERF_IFU_WAIT,
  PERF_IFU_HOLD,
  PERF_IFU_FETCH_WAIT,
  PERF_IFU_FETCH_HOLD,
  PERF_IFU_INST,
  PERF_ICACHE_MISS,
  PERF_ICACHE_MEM,
  PERF_IDU_IDLE,
  PERF_IDU_INST,
  PERF_IDU_HOLD,
  PERF_IDU_RAW,
  PERF_IDU_LOAD,
  PERF_IDU_STORE,
  PERF_IDU_BRANCH,
  PERF_IDU_JAL,
  PERF_IDU_JALR,
  PERF_BR_FLUSH,
  PERF_EXU_IDLE,
  PERF_EXU_INST,
  PERF_LSU_MEMR,
  PERF_LSU_MEMW
} perf_cnt_t;
module ysyx_23060203_MMU (
  input clock, reset,
  input flush,
  input [31:0] csr_satp,
  axi_if.out mem_r,
  input ifu_valid,
  input [31:0] ifu_vaddr,
  output reg ifu_hit,
  output [31:0] ifu_paddr,
  input lsu_valid,
  input [31:0] lsu_vaddr,
  output reg lsu_hit,
  output [31:0] lsu_paddr
);
  wire [19:0] ifu_vpn = ifu_vaddr[31:12];
  reg [19:0] ifu_ppn;
  assign ifu_paddr = {ifu_ppn, ifu_vaddr[11:0]};
  wire [19:0] lsu_vpn = lsu_vaddr[31:12];
  reg [19:0] lsu_ppn;
  assign lsu_paddr = {lsu_ppn, lsu_vaddr[11:0]};
  parameter integer LINE_W = 4;
  localparam integer LINE_N = 1 << LINE_W;
  reg line_valid [LINE_N];
  reg [19:0] line_vpn [LINE_N];
  reg [19:0] line_ppn [LINE_N];
  reg [LINE_W-1:0] line_rand;  
  reg [LINE_W-1:0] line_evit;
  always @(posedge clock) begin
    line_rand <= line_rand + 1;
  end
  always_comb begin
    line_evit = line_rand;
    for (integer i = 0; i < LINE_N; i = i + 1) begin
      if (~line_valid[i]) begin
        line_evit = i[LINE_W-1:0];
      end
    end
  end
  always_comb begin
    if (csr_satp[31]) begin  
      ifu_hit = 0;
      ifu_ppn = 0;
      lsu_hit = 0;
      lsu_ppn = 0;
      for (integer i = 0; i < LINE_N; i = i + 1) begin
        if (line_valid[i]) begin
          if (line_vpn[i] == ifu_vpn) begin
            ifu_hit = 1;
            ifu_ppn = line_ppn[i];
          end
          if (line_vpn[i] == lsu_vpn) begin
            lsu_hit = 1;
            lsu_ppn = line_ppn[i];
          end
        end
      end
    end else begin  
      ifu_hit = 1;
      ifu_ppn = ifu_vpn;
      lsu_hit = 1;
      lsu_ppn = lsu_vpn;
    end
  end
  always @(posedge clock) if (~reset) begin
    if (st_resp & mem_r.rvalid & ~ptw_lv) begin
      line_valid[line_evit] <= 1;
      line_vpn[line_evit] <= ptw_dev ? lsu_vpn : ifu_vpn;
      line_ppn[line_evit] <= mem_r.rdata[29:10];
    end
    if (flush) begin
      for (integer i = 0; i < LINE_N; i = i + 1) begin
        line_valid[i] <= 0;
      end
    end
  end
  typedef enum logic [2:0] {
    ST_IDLE = 3'b001,
    ST_REQ  = 3'b010,
    ST_RESP = 3'b100
  } state_t;
  wire st_idle = state[0];
  wire st_req  = state[1];
  wire st_resp = state[2];
  state_t state, state_next;
  reg ptw_dev, ptw_dev_next;
  reg ptw_lv, ptw_lv_next;
  reg [31:0] ptw_raddr, ptw_raddr_next;
  always @(posedge clock)
  if (reset) begin
    state <= ST_IDLE;
  end else begin
    state <= state_next;
    ptw_dev <= ptw_dev_next;
    ptw_lv <= ptw_lv_next;
    ptw_raddr <= ptw_raddr_next;
  end
  always_comb begin
    state_next = state;
    ptw_dev_next = ptw_dev;
    ptw_lv_next = ptw_lv;
    ptw_raddr_next = ptw_raddr;
    case (1'b1)
      state[0]: begin  
        if (lsu_valid & ~lsu_hit) begin
          state_next = ST_REQ;
          ptw_dev_next = 1;  
          ptw_lv_next = 1;
          ptw_raddr_next = {csr_satp[19:0], lsu_vpn[19:10], 2'b0};
        end else if (ifu_valid & ~ifu_hit) begin
          state_next = ST_REQ;
          ptw_dev_next = 0;  
          ptw_lv_next = 1;
          ptw_raddr_next = {csr_satp[19:0], ifu_vpn[19:10], 2'b0};
        end
      end
      state[1]: begin  
        if (mem_r.arready) begin
          state_next = ST_RESP;
        end
      end
      state[2]: begin  
        if (mem_r.rvalid) begin
          if (ptw_lv) begin
            state_next = ST_REQ;
            ptw_lv_next = 0;
            ptw_raddr_next = {mem_r.rdata[29:10], ptw_dev ? lsu_vpn[9:0] : ifu_vpn[9:0], 2'b0};
          end else begin
            state_next = ST_IDLE;
          end
        end
      end
      default: ;
    endcase
  end
  assign mem_r.arvalid = st_req;
  assign mem_r.araddr = ptw_raddr;
  assign mem_r.arid = 0;
  assign mem_r.arsize = 3'b010;
  assign mem_r.arburst = 0;
  assign mem_r.rready = st_resp;
endmodule
==> flow_summary.yaml <==
# yosys + openroad results
outcome:
  stop_stage: "I/O pin placement"
  status: "did not finish"
  error_line: "[ERROR PPL-0024] Number of IO pins (167) exceeds maximum number of available positions (138). Increase the die perimeter from 164.92um to 227.12um."
floorplanning:
  fp_util: 0.338
  die_h_um: 41.2
  die_w_um: 41.2
  rows: 13
yosys:
  ys_seq_share: 0
  synth_cells: 70
  synth_cell_types: 4
  ys_cells: 70
  yosys_area_sq_um: 462
  synth.cell_area_sq_um: 462
  yosysWarnings: 25
  synth_area_per_cell_sq_um: 6.60
synthesized netlist by cell type:
library cell / number / area share
buf_2: 4 / 0.043
buf_4: 25 / 0.41
nor2b_1: 40 / 0.54
inv_1: 1 / 0.0081
cell families after synthesis:
logic type	count (synthesis)	share of synthesized area
and+or+nand+nor	40	0.542
buffers and inverters	30	0.458
