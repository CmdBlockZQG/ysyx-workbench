===== flow/constraint.sdc =====
current_design ysyx_23060203_MUL_radix_4

set clk_period 15.5
set clk_io_pct 0.2

create_clock -name clk0 -period $clk_period [get_ports {clock}]

set non_clock_inputs [all_inputs -no_clocks]
set_input_delay [expr $clk_period * $clk_io_pct] -clock clk0 $non_clock_inputs
set_output_delay [expr $clk_period * $clk_io_pct] -clock clk0 [all_outputs]

===== flow/run.sh =====
#!/bin/bash
# OpenROAD 26Q1-2900-gdf79404cd8, Yosys 0.63+post, stock flow scripts
make -C /OpenROAD-flow-scripts/flow DESIGN_CONFIG=/design/flow/config.mk WORK_HOME=/design/flow/orfs finish

===== flow/config.mk =====
export PLATFORM = sky130hd
export DESIGN_NAME = ysyx_23060203_MUL_radix_4
export DESIGN_NICKNAME = ysyx_23060203_MUL_radix_4
export VERILOG_FILES = /design/flow/design.v
export SDC_FILE = /design/flow/constraint.sdc
export NUM_CORES = 4
export LEC_CHECK = 1
export CORE_UTILIZATION = 50

===== flow/design.v =====
parameter ALU_ADD = 3'b000;  
parameter ALU_SHL = 3'b001;  
parameter ALU_LTS = 3'b010;  
parameter ALU_LTU = 3'b011;  
parameter ALU_XOR = 3'b100;  
parameter ALU_SHR = 3'b101;  
parameter ALU_OR  = 3'b110;  
parameter ALU_AND = 3'b111;  
interface axi_if;
  logic        arready;
  logic        arvalid;
  logic [31:0] araddr;
  logic [3:0]  arid;
  logic [7:0]  arlen;
  logic [2:0]  arsize;
  logic [1:0]  arburst;
  logic        rready;
  logic        rvalid;
  logic [1:0]  rresp;
  logic [31:0] rdata;
  logic        rlast;
  logic [3:0]  rid;
  logic        awvalid;
  logic        awready;
  logic [31:0] awaddr;
  logic [3:0]  awid;
  logic [7:0]  awlen;
  logic [2:0]  awsize;
  logic [1:0]  awburst;
  logic        wready;
  logic        wvalid;
  logic [31:0] wdata;
  logic [3:0]  wstrb;
  logic        wlast;
  logic        bready;
  logic        bvalid;
  logic [1:0]  bresp;
  logic [3:0]  bid;
  modport out (  
    input  arready,
    output arvalid,
    output araddr,
    output arid,
    output arlen,
    output arsize,
    output arburst,
    output rready,
    input  rvalid,
    input  rresp,
    input  rdata,
    input  rlast,
    input  rid,
    input  awready,
    output awvalid,
    output awaddr,
    output awid,
    output awlen,
    output awsize,
    output awburst,
    input  wready,
    output wvalid,
    output wdata,
    output wstrb,
    output wlast,
    output bready,
    input  bvalid,
    input  bresp,
    input  bid
  );
  modport in (  
    output arready,
    input  arvalid,
    input  araddr,
    input  arid,
    input  arlen,
    input  arsize,
    input  arburst,
    input  rready,
    output rvalid,
    output rresp,
    output rdata,
    output rlast,
    output rid,
    output awready,
    input  awvalid,
    input  awaddr,
    input  awid,
    input  awlen,
    input  awsize,
    input  awburst,
    output wready,
    input  wvalid,
    input  wdata,
    input  wstrb,
    input  wlast,
    input  bready,
    output bvalid,
    output bresp,
    output bid
  );
endinterface
parameter BR_BEQ  = 3'b000;
parameter BR_BNE  = 3'b001;
parameter BR_BLT  = 3'b100;
parameter BR_BGE  = 3'b101;
parameter BR_BLTU = 3'b110;
parameter BR_BGEU = 3'b111;
parameter OP_LUI    = 5'b01101;
parameter OP_AUIPC  = 5'b00101;
parameter OP_JAL    = 5'b11011;
parameter OP_JALR   = 5'b11001;
parameter OP_BRANCH = 5'b11000;
parameter OP_LOAD   = 5'b00000;
parameter OP_STORE  = 5'b01000;
parameter OP_RI     = 5'b00100;
parameter OP_RR     = 5'b01100;
parameter OP_SYS    = 5'b11100;
parameter OP_FENCEI = 5'b00011;
typedef enum {
  PERF_IFU_WAIT,
  PERF_IFU_HOLD,
  PERF_IFU_FETCH_WAIT,
  PERF_IFU_FETCH_HOLD,
  PERF_IFU_INST,
  PERF_ICACHE_MISS,
  PERF_ICACHE_MEM,
  PERF_IDU_IDLE,
  PERF_IDU_INST,
  PERF_IDU_HOLD,
  PERF_IDU_RAW,
  PERF_IDU_LOAD,
  PERF_IDU_STORE,
  PERF_IDU_BRANCH,
  PERF_IDU_JAL,
  PERF_IDU_JALR,
  PERF_BR_FLUSH,
  PERF_EXU_IDLE,
  PERF_EXU_INST,
  PERF_LSU_MEMR,
  PERF_LSU_MEMW
} perf_cnt_t;
module ysyx_23060203_MUL_radix_4 (
  input clock, reset,
  input flush,
  output in_ready,
  input in_valid,
  input [1:0] in_sign,
  input [31:0] in_a, in_b,
  input out_ready,
  output out_valid,
  output [63:0] out_prod
);
  reg [5:0] state, state_next;
  wire st_idle = state == 0;
  wire st_hold = state == 6'd34;
  reg [33:0] a, a_next;
  reg [33:0] b, b_next;
  wire [67:0] s = {a, 34'b0};
  wire [67:0] ds = {s[66:0], 1'b0};
  wire [67:0] ms = {~a + 1, 34'b0};
  wire [67:0] mds = {ms[66:0], 1'b0};
  reg [67:0] prod, prod_next;
  reg [67:0] prod_next_add;
  always_comb begin
    case ({b[state+1], b[state], b[state-1]})
      3'b001, 3'b010 : prod_next_add = s;
      3'b011         : prod_next_add = ds;
      3'b100         : prod_next_add = mds;
      3'b101, 3'b110 : prod_next_add = ms;
      default        : prod_next_add = 0;
    endcase
  end
  wire [67:0] prod_next_uns = prod + prod_next_add;
  always @(posedge clock) begin
    if (reset) begin
      state <= 0;
    end else begin
      state <= state_next;
      prod <= prod_next;
      a <= a_next;
      b <= b_next;
    end
  end
  wire [33:0] in_sa = {{2{in_sign[1] & in_a[31]}}, in_a};
  wire [67:0] in_s = {in_sa, 34'b0};
  wire [67:0] in_ms = {~in_sa + 1, 34'b0};
  always_comb begin
    state_next = state;
    prod_next = prod;
    a_next = a;
    b_next = b;
    if (in_ready & in_valid) begin
      state_next = 6'd2;
      case (in_b[1:0])
        2'b01: prod_next = {{2{in_s[67]}}, in_s[67:2]};
        2'b10: prod_next = {in_ms[67], in_ms[67:1]};
        2'b11: prod_next = {{2{in_ms[67]}}, in_ms[67:2]};
        default: prod_next = 0;
      endcase
      a_next = in_sa;
      b_next = {{2{in_sign[0] & in_b[31]}}, in_b};
    end
    if (st_idle) begin
      if (in_valid) ;
    end else if (st_hold) begin
      if (flush | out_ready) begin
        if (in_valid) begin
          ;  
        end else begin
          state_next = 0;
        end
      end
    end else begin
      if (flush) begin
        if (in_valid) begin
          ;  
        end else begin
          state_next = 0;
        end
      end else begin
        state_next = state + 6'd2;
        prod_next = {{2{prod_next_uns[67]}}, prod_next_uns[67:2]};
      end
    end
  end
  assign in_ready = st_idle | flush | (out_ready & st_hold);
  assign out_valid = st_hold & ~flush;
  assign out_prod = prod[63:0];
endmodule

==> deck_impl_summary.md <==
Flow Results at a Glance

Outcome
  • Status: completed

CTS
  • Clock latency (worst-skew pair): 430 ps
  • TritonCTS Buffers: 17
  • Postcts setup bufs: 0
  • CTS max path bufs: 2
  • H-tree Lvls: 4
  • Root buffer cell: clkbuf_16
  • CTS resizes: 0
  • CTS tree: done
  • CTS sink cnt: 140
  • Hold_buf cts: 0
  • Clk slew on worst S/H paths: 70 ps

STA
  • Worst Hold Margin: between 600 and 700 ps
  • Period minus WS final: 7580 ps
  • F_max: 132 MHz
  • Slew @ Worst Pin: 831 ps
  • Setup violations, final: 0
  • RSZ-0062 raised after global routing: no
  • Clock Skew: 11.4 ps
  • Worst slew margin: approximately 44%
  • Setup TNS Final: 0 ps
  • Final Hold Fails: 0
  • Max-slew violations: 0
  • Final period util: 48.9%

Layout
  • Storage cell area: roughly 4100 µm²
  • Layout fillers: between 1500 and 2000
  • Dominant logic cell types in the final layout: nand2_1, clkdlybuf4s50_1, edfxtp_1
  • Area growth syn-to-layout: 14.6%
  • Layout cells sized above 1: 8.28%
  • Most frequent logic cell in the layout: nand2_1
  • MI comb area: 6540 µm²

Logic synthesis
  • Synth Instances: about 1300
  • Post-synthesis async set-or-reset flop share: 0%
  • YS warnings: 1
  • Yosys cell count: 1259
  • Synth Seq Share: 35.8%
  • Top_reg_cell synth: edfxtp_1
  • Mean Syn Cell Area: around 9 µm²
  • Yosys Chip Area: 11600 µm²
  • Synth Cell Area: 11600 µm²
  • Ys flops: 140
  • Unique cell types: 69
  • Post-synth EDFFs: 134

Global route
  • GRT overflow: 0
  • Antenna violations before repair: 3
  • Largest net degree at the start of global routing: around 57
  • Gr usage total: between 20% and 30%
  • Vias in the first global route: 8912
  • Global-route wire length before repair: 48.7 mm

Power
  • Cell-internal power: a little over 0.0009 W
  • Clock share of power: 28.9%
  • Sw frac: roughly a third
  • Leakage: between 4 and 5 nW
  • Comb pwr share: 36.7%
  • Worst IR Drop VDD: 0.0721 mV
  • Sequential share of power: between 30% and 40%
  • PwrDens: 107 nW/µm²
  • P_sw: 0.000497 W

Drt
  • Iter 0 DRT Violations: approximately 670
  • Post-Route WL: 30.6 mm
  • Vias per Instance: approximately 6
  • Drt wl/cell: 19.3 µm
  • Drt first pass iters: 5
  • Total number of vias: 9574
  • DRC: 0
  • Antenna Cells: 0
  • Antenna-violating nets left: 0

Placement
  • Post-DP HPWL: ~21 mm
  • Final GP Congestion: 0.938
  • IO buf count: approximately 140

Worst setup path
  • Worst Path Arrival: between 4000 and 5000 ps
  • Critical path cell sequence: clkdlybuf4s50_1, inv_1, o21ai_0, clkdlybuf4s50_1
  • CP max stage delay: 530 ps
  • Crit-path slowest cell: clkdlybuf4s50_1
  • Worst EP required: 12400 ps
  • Crit start category: input port
  • Buf/Inv on CP: 3
  • Cell mode on critical path: clkdlybuf4s50_1
  • Worst Path Class, Setup: in -> out
  • Top delay family on crit path: buffers and inverters
  • Worst-path fanout max: 4
  • Worst Setup End Kind: output port

Job
  • Max-cap violations: 0
  • Tool Warnings: 29

Floorplan
  • Io pins: 137
  • # rows: 55
  • Chip area: 23700 µm²
  • DIE WIDTH: between 150 and 200 µm
  • Die H: 154 µm
  • Core area: 22600 µm²
  • FP Core Util: 51.1%

Worst hold path
  • Worst Hold Class: reg -> reg
[worst paths after layout]
| kind | endpoint | slack, ps | startpoint | cells past startpoint |
|---|---|---|---|---|
| worst max-delay path | in_ready | 7920 | out_ready | 4 |
| worst min-delay path | prod[21] | 640 | prod[23] | 2 |
| worst max register to register | prod[67] | 8370 | state[1] | 25 |
| worst min register to register | prod[21] | 640 | prod[23] | 2 |
[metal layers]
| layer | up-vias | track usage [%] | part of all wire [%] |
|---|---|---|---|
| met1 | 4551 | 44.8 | 47 |
| met3 | 30 | 7.75 | 8.0 |
| met4 | 4 | 4.19 | 1.7 |
| met5 | - | 0 | 0.082 |
| met2 | 286 | 39.0 | 44 |
| li1 | 4703 | - | - |
[final cells by class]
type	instances	area share (%)
well taps	285	2.69
clock inverters	14	1.11
inverters	32	0.906
flip-flops and latches	140	31.3
clock buffers	18	3.24
multi-input cells	943	49.3
repair buffers	157	11.5
[worst reg2reg max path, delay by kind of cell, from the launching register on]
| family | cells | cell delay [ps] |
|---|---|---|
| compound gates | 9 | 1840 |
| xor+xnor | 1 | 240 |
| fa+ha+maj | 2 | 860 |
| buf+inv | 5 | 1080 |
| flops | 1 | 310 |
| mux | 2 | 880 |
| simple gates | 6 | 1660 |
[state kept, by name (all words and copies together), names as in the netlist]
name,count
prod,68
a,33
b,33
state,6
[Yosys cell counts (14+ instances only)]
library cell    n  area [µm²]
nand2_1       171         642
or3_1          28         175
nor3b_1        14         105
edfxtp_1      134        4020
nor2_1         53         199
a21o_1         19         143
mux4_2         25         563
a21oi_1        82         410
xnor2_1        82         718
nand3_1        23         115
nor3_1         42         210
ha_1           41         513
o211ai_1       15         113
inv_1          32         120
a221o_1        40         400
buf_4          64         480
xor2_1         42         368
clkbuf_1       59         221
o21ai_0        82         410
[kinds of logic (layout without fill, tap and decap cells)]
family / count (synthesis) / after routing / share of synthesized area (%)
fa+ha+maj: 42 / 42 / 4.61
flops: 140 / 140 / 35.8
compound gates: 338 / 338 / 19.7
simple gates: 408 / 408 / 17.0
xor+xnor: 124 / 124 / 9.39
mux: 31 / 31 / 5.44
buf+inv: 176 / 221 / 7.96
[per-stage QoR]
step / cells / util [%] / power (W) / setup slack (ps) / cell area [µm²]
after detailed placement: 1557 / 56.0 / 0.00101 / 7930 / 12700
after global placement: 1557 / 56.0 / 0.00101 / 7940 / 12700
after CTS: 1589 / 58.5 / 0.00143 / 7910 / 13300
after floorplan: 1259 / - / 0.000874 / 8390 / 11600
after global routing: 1589 / 58.5 / 0.00151 / 7770 / 13300
final: 1589 / 58.5 / 0.00142 / 7920 / 13300
[power groups by stage]
stage	clock network [W]	registers (W)	logic [W]
5_1_grt	0.000434	0.000494	0.000580
6_report	0.000410	0.000489	0.000521
4_1_cts	0.000416	0.000489	0.000521
Power and IR drop assume default switching activity.
