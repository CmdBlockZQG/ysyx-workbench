File: flow/run.sh
#!/bin/bash
# OpenROAD 26Q1-2900-gdf79404cd8, Yosys 0.63+post, stock flow scripts
make -C /OpenROAD-flow-scripts/flow DESIGN_CONFIG=/design/flow/config.mk WORK_HOME=/design/flow/orfs finish
File: flow/design.v
parameter ALU_ADD = 3'b000;  
parameter ALU_SHL = 3'b001;  
parameter ALU_LTS = 3'b010;  
parameter ALU_LTU = 3'b011;  
parameter ALU_XOR = 3'b100;  
parameter ALU_SHR = 3'b101;  
parameter ALU_OR  = 3'b110;  
parameter ALU_AND = 3'b111;  
interface axi_if;
  logic        arready;
  logic        arvalid;
  logic [31:0] araddr;
  logic [3:0]  arid;
  logic [7:0]  arlen;
  logic [2:0]  arsize;
  logic [1:0]  arburst;
  logic        rready;
  logic        rvalid;
  logic [1:0]  rresp;
  logic [31:0] rdata;
  logic        rlast;
  logic [3:0]  rid;
  logic        awvalid;
  logic        awready;
  logic [31:0] awaddr;
  logic [3:0]  awid;
  logic [7:0]  awlen;
  logic [2:0]  awsize;
  logic [1:0]  awburst;
  logic        wready;
  logic        wvalid;
  logic [31:0] wdata;
  logic [3:0]  wstrb;
  logic        wlast;
  logic        bready;
  logic        bvalid;
  logic [1:0]  bresp;
  logic [3:0]  bid;
  modport out (  
    input  arready,
    output arvalid,
    output araddr,
    output arid,
    output arlen,
    output arsize,
    output arburst,
    output rready,
    input  rvalid,
    input  rresp,
    input  rdata,
    input  rlast,
    input  rid,
    input  awready,
    output awvalid,
    output awaddr,
    output awid,
    output awlen,
    output awsize,
    output awburst,
    input  wready,
    output wvalid,
    output wdata,
    output wstrb,
    output wlast,
    output bready,
    input  bvalid,
    input  bresp,
    input  bid
  );
  modport in (  
    output arready,
    input  arvalid,
    input  araddr,
    input  arid,
    input  arlen,
    input  arsize,
    input  arburst,
    input  rready,
    output rvalid,
    output rresp,
    output rdata,
    output rlast,
    output rid,
    output awready,
    input  awvalid,
    input  awaddr,
    input  awid,
    input  awlen,
    input  awsize,
    input  awburst,
    output wready,
    input  wvalid,
    input  wdata,
    input  wstrb,
    input  wlast,
    input  bready,
    output bvalid,
    output bresp,
    output bid
  );
endinterface
parameter BR_BEQ  = 3'b000;
parameter BR_BNE  = 3'b001;
parameter BR_BLT  = 3'b100;
parameter BR_BGE  = 3'b101;
parameter BR_BLTU = 3'b110;
parameter BR_BGEU = 3'b111;
parameter OP_LUI    = 5'b01101;
parameter OP_AUIPC  = 5'b00101;
parameter OP_JAL    = 5'b11011;
parameter OP_JALR   = 5'b11001;
parameter OP_BRANCH = 5'b11000;
parameter OP_LOAD   = 5'b00000;
parameter OP_STORE  = 5'b01000;
parameter OP_RI     = 5'b00100;
parameter OP_RR     = 5'b01100;
parameter OP_SYS    = 5'b11100;
parameter OP_FENCEI = 5'b00011;
typedef enum {
  PERF_IFU_WAIT,
  PERF_IFU_HOLD,
  PERF_IFU_FETCH_WAIT,
  PERF_IFU_FETCH_HOLD,
  PERF_IFU_INST,
  PERF_ICACHE_MISS,
  PERF_ICACHE_MEM,
  PERF_IDU_IDLE,
  PERF_IDU_INST,
  PERF_IDU_HOLD,
  PERF_IDU_RAW,
  PERF_IDU_LOAD,
  PERF_IDU_STORE,
  PERF_IDU_BRANCH,
  PERF_IDU_JAL,
  PERF_IDU_JALR,
  PERF_BR_FLUSH,
  PERF_EXU_IDLE,
  PERF_EXU_INST,
  PERF_LSU_MEMR,
  PERF_LSU_MEMW
} perf_cnt_t;
module ysyx_23060203_MUL_booth (
  input clock, reset,
  input flush,
  output in_ready,
  input in_valid,
  input [1:0] in_sign,
  input [31:0] in_a, in_b,
  input out_ready,
  output out_valid,
  output [63:0] out_prod
);
  reg [5:0] state, state_next;
  wire st_idle = state == 0;
  wire st_hold = state == 6'd33;
  reg [32:0] a, a_next;
  reg [32:0] b, b_next;
  wire [65:0] s = {a, 33'b0};
  wire [65:0] ms = {~a + 1, 33'b0};
  reg [65:0] prod, prod_next;
  wire [65:0] prod_next_uns = prod + (
    (b[state] ^ b[state-1]) ? (
      b[state] ? ms : s
    ) : 0
  );
  always @(posedge clock) begin
    if (reset) begin
      state <= 0;
    end else begin
      state <= state_next;
      prod <= prod_next;
      a <= a_next;
      b <= b_next;
    end
  end
  wire [32:0] in_sa = {in_sign[1] & in_a[31], in_a};
  wire [65:0] in_ms = {~in_sa + 1, 33'b0};
  always_comb begin
    state_next = state;
    prod_next = prod;
    a_next = a;
    b_next = b;
    if (in_ready & in_valid) begin
      state_next = 6'd1;
      prod_next = in_b[0] ? {in_ms[65], in_ms[65:1]} : 0;
      a_next = in_sa;
      b_next = {in_sign[0] & in_b[31], in_b};
    end
    if (st_idle) begin
      if (in_valid) ;
    end else if (st_hold) begin
      if (flush | out_ready) begin
        if (in_valid) begin
          ;  
        end else begin
          state_next = 0;
        end
      end
    end else begin
      if (flush) begin
        if (in_valid) begin
          ;  
        end else begin
          state_next = 0;
        end
      end else begin
        state_next = state + 1;
        prod_next = {prod_next_uns[65], prod_next_uns[65:1]};
      end
    end
  end
  assign in_ready = st_idle | flush | (out_ready & st_hold);
  assign out_valid = st_hold & ~flush;
  assign out_prod = prod[63:0];
endmodule
File: flow/config.mk
export PLATFORM = sky130hd
export DESIGN_NAME = ysyx_23060203_MUL_booth
export DESIGN_NICKNAME = ysyx_23060203_MUL_booth
export VERILOG_FILES = /design/flow/design.v
export SDC_FILE = /design/flow/constraint.sdc
export NUM_CORES = 4
export LEC_CHECK = 1
export CORE_UTILIZATION = 30
File: flow/constraint.sdc
current_design ysyx_23060203_MUL_booth

set clk_period 16.1
set clk_io_pct 0.2

create_clock -name clk0 -period $clk_period [get_ports {clock}]

set non_clock_inputs [all_inputs -no_clocks]
set_input_delay [expr $clk_period * $clk_io_pct] -clock clk0 $non_clock_inputs
set_output_delay [expr $clk_period * $clk_io_pct] -clock clk0 [all_outputs]
==> qor.yml <==
die:
  fp_util_pct: 30.59
  die_x_um: 181.6
  die_h_um: 181.6
  die-area_mm2: 0.03298
  fp-row-count: 65
  core-area_mm2: 0.03164
  io_pins: 137
synthesis:
  async_reset_ff_share_pct: 0
  ys_area_mm2: 0.009677
  mappedNetlistArea_mm2: 0.009677
  top_area_share_pct: 40.96
  synth-xor-area-share_pct: 5.961
  ys_cells: 1015
  ys_seq_share_pct: 42.20
  synthTopLogicFamily: "AND-OR/OR-AND gates"
  yosysTopAreaCell: "edfxtp_1"
  synth-edff-count: 132
  ff_type: "edfxtp_1"
  synthSimpleGateAreaFrac_pct: 16.87
  synthCells: 1015
  synthTopCellsByArea: "edfxtp_1 (41%), nand2_1 (5.4%), buf_4 (5.0%), ha_1 (4.9%), a21oi_1 (4.4%)"
  syn_area_per_cell_um2: 9.534
  muxShareOfSynthArea_pct: 4.629
  adder_share_pct: 5.120
  yosys_warnings: 1
  aoi_share_pct: 17.22
  ys_ff: 138
  yosysUniqueCellTypes: 63
layout:
  finish.utilization_pct: 36.69
  stdcell_area_mm2: 0.01161
  fin_cells: 1486
  n_fill_cell: 3075
  area.growth.synth_to_final_pct: 19.96
  drive_above_1_share_pct: 7.380
clock_network:
  cts_tree: "built"
  clock-sinks: 138
  cts.htree.levels: 4
  cts_setup_buffers: 0
  clockBufferDepth: 2
  clock_latency_ns: 0.43
  cts_resized: 0
  cts-buffers-inserted: 17
  root_buffer: "clkbuf_16"
  cts_hold_buf: 0
  clk_pin_slew_ns: 0.06
grt:
  grt-ovfl-total: 0
  grt_pass1_wl_mm: 40.75
  grt_start_max_net_pins: 64
  antenna_found_initial: 2
  grt_pass1_vias: 7661
  grt_usage_pct: 16.29
timing:
  rsz0062_at_grt: "false"
  fin_tns_setup_ns: 0
  period_needed_ns: 7.907
  skew_ns: 0.01377
  setup_viol: 0
  worstMarginPinSlew_ns: 0.7491
  slew_headroom_pct: 49.95
  drv_slew: 0
  fin_crit_sh_pct: 49.11
  fmax_ghz: 0.1265
  hold_viol_final: 0
power_and_ir_drop:
  powerDensity_mw_per_mm2: 105.2
  ir_worst_vdd_v: 0.00006869
  leakage_nw: 4.042
route:
  ant_nets: 0
  wl_per_cell_um: 17.13
  vias: 7792
  diodes: 0
  drt_first_pass_iters: 5
  drc: 0
  wl_mm: 25.46
  avgViaCountPerCell: 5.244
  drtIter0Drc: 600
run:
  cap_violations: 0
  warnings: 28
critical_path:
  r2r-start: "state[1]"
  crit_slowest_cell: "clkdlybuf4s50_1"
  critPathMostFrequentCell: "clkdlybuf4s50_1"
  start_kind: "input pin"
  slowest_delay_ns: 0.62
  cp_max_fo: 7
  crit_arrival_ns: 4.69
  cp-end-kind: "output port"
  critical_path.startpoint: "flush"
  crit_required_ns: 12.88
  crit_chain: "clkdlybuf4s50_1, nor2_1, o21ai_0, clkdlybuf4s50_1"
  crit_type: "input pin to output port"
placed_design:
  gp_congestion: 0.9387
  place_area_mm2: 0.01098
  io_buffers: 136
  place_inst: 1454
  hpwl_mm: 17.73
run_status:
  status: "finished clean"
min_path:
  hold_path.class: "flop to flop"
  min_from: "prod[2]"
[flip-flops by register name, indices dropped and copies added (netlist names)]
register,count
b,33
state,6
a,33
prod,66
[metal layers]
metal  part of all wire [%]  routed length [um]  track usage, %
met1                     45               11490           23.29
met3                    8.9                2263           6.074
met4                    1.8                 456           2.678
met2                     44               11240           24.62
met5                  0.051                  13          0.4444
[per-stage QoR]
step,total power (W),hold slack [ns],setup slack (ns)
2_1_floorplan,0.0007085,0.5971,8.944
3_3_place_gp,0.0008030,0.6212,8.225
3_5_place_dp,0.0008045,0.6308,8.200
4_1_cts,0.001237,0.6537,8.184
5_1_grt,0.001293,0.6775,8.035
6_report,0.001221,0.6440,8.193
[cell usage in the layout, fill, tap and decap left out, drive strengths merged, types with 19 or more instances in the layout]
cell           instances
inv                   32
o21ai                 62
nor3                  31
nand2b                21
a21oi                 85
nor2                  64
xor2                  19
xnor2                 46
ha                    38
edfxtp               132
nand2                138
clkdlybuf4s50        136
o31ai                 21
[power breakdown]
part           switching, W  internal [W]
Sequential        0.0000253      0.000432
Combinational      0.000176      0.000163
Clock              0.000174      0.000250
Total              0.000375      0.000846
[cell type report]
class / instances / area (um2) / share of cell area (%)
Multi-Input combinational cell: 740 / 4835 / 41.65
Inverter: 23 / 86.33 / 0.7437
Sequential cell: 138 / 4084 / 35.18
Timing Repair Buffer: 151 / 1474 / 12.70
Tap cell: 402 / 503.0 / 4.333
Clock inverter: 15 / 201.4 / 1.735
Clock buffer: 17 / 425.4 / 3.665
[critical path, delay by kind of cell]
| kind | cells | cell delay, ns |
|---|---|---|
| buf+inv | 2 | 1.15 |
| compound gates | 1 | 0.20 |
| simple gates | 1 | 0.11 |
[synthesized netlist by cell type (17+ instances only)]
| library cell | n |
|---|---|
| buf_4 | 64 |
| nor3_1 | 31 |
| a21oi_1 | 85 |
| edfxtp_1 | 132 |
| clkbuf_1 | 37 |
| o31ai_1 | 21 |
| xor2_1 | 18 |
| xnor2_1 | 46 |
| o21ai_0 | 61 |
| ha_1 | 38 |
| nand2b_1 | 21 |
| inv_1 | 23 |
| nor2_1 | 64 |
| nand2_1 | 138 |
| nand3_1 | 17 |
| a21o_1 | 17 |
[final timing paths]
path,to,slack [ns],cells past startpoint
setup reg to reg,prod[65],9.41,19
hold reg to reg,prod[1],0.64,2
hold / removal,prod[1],0.64,2
setup / recovery,in_ready,8.19,4
[cell families after synthesis]
kind of cell	Yosys count
AND-OR/OR-AND	265
multiplexers	24
flip-flops	138
XOR/XNOR	65
adder cells (fa/ha/maj)	39
AND/OR/NAND/NOR	347
buffers and inverters	137
Power is estimated from default activity; no workload was simulated.
