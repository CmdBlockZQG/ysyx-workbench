==> design/flow/design.v <==
parameter ALU_ADD = 3'b000;  
parameter ALU_SHL = 3'b001;  
parameter ALU_LTS = 3'b010;  
parameter ALU_LTU = 3'b011;  
parameter ALU_XOR = 3'b100;  
parameter ALU_SHR = 3'b101;  
parameter ALU_OR  = 3'b110;  
parameter ALU_AND = 3'b111;  
interface axi_if;
  logic        arready;
  logic        arvalid;
  logic [31:0] araddr;
  logic [3:0]  arid;
  logic [7:0]  arlen;
  logic [2:0]  arsize;
  logic [1:0]  arburst;
  logic        rready;
  logic        rvalid;
  logic [1:0]  rresp;
  logic [31:0] rdata;
  logic        rlast;
  logic [3:0]  rid;
  logic        awvalid;
  logic        awready;
  logic [31:0] awaddr;
  logic [3:0]  awid;
  logic [7:0]  awlen;
  logic [2:0]  awsize;
  logic [1:0]  awburst;
  logic        wready;
  logic        wvalid;
  logic [31:0] wdata;
  logic [3:0]  wstrb;
  logic        wlast;
  logic        bready;
  logic        bvalid;
  logic [1:0]  bresp;
  logic [3:0]  bid;
  modport out (  
    input  arready,
    output arvalid,
    output araddr,
    output arid,
    output arlen,
    output arsize,
    output arburst,
    output rready,
    input  rvalid,
    input  rresp,
    input  rdata,
    input  rlast,
    input  rid,
    input  awready,
    output awvalid,
    output awaddr,
    output awid,
    output awlen,
    output awsize,
    output awburst,
    input  wready,
    output wvalid,
    output wdata,
    output wstrb,
    output wlast,
    output bready,
    input  bvalid,
    input  bresp,
    input  bid
  );
  modport in (  
    output arready,
    input  arvalid,
    input  araddr,
    input  arid,
    input  arlen,
    input  arsize,
    input  arburst,
    input  rready,
    output rvalid,
    output rresp,
    output rdata,
    output rlast,
    output rid,
    output awready,
    input  awvalid,
    input  awaddr,
    input  awid,
    input  awlen,
    input  awsize,
    input  awburst,
    output wready,
    input  wvalid,
    input  wdata,
    input  wstrb,
    input  wlast,
    input  bready,
    output bvalid,
    output bresp,
    output bid
  );
endinterface
parameter BR_BEQ  = 3'b000;
parameter BR_BNE  = 3'b001;
parameter BR_BLT  = 3'b100;
parameter BR_BGE  = 3'b101;
parameter BR_BLTU = 3'b110;
parameter BR_BGEU = 3'b111;
parameter OP_LUI    = 5'b01101;
parameter OP_AUIPC  = 5'b00101;
parameter OP_JAL    = 5'b11011;
parameter OP_JALR   = 5'b11001;
parameter OP_BRANCH = 5'b11000;
parameter OP_LOAD   = 5'b00000;
parameter OP_STORE  = 5'b01000;
parameter OP_RI     = 5'b00100;
parameter OP_RR     = 5'b01100;
parameter OP_SYS    = 5'b11100;
parameter OP_FENCEI = 5'b00011;
typedef enum {
  PERF_IFU_WAIT,
  PERF_IFU_HOLD,
  PERF_IFU_FETCH_WAIT,
  PERF_IFU_FETCH_HOLD,
  PERF_IFU_INST,
  PERF_ICACHE_MISS,
  PERF_ICACHE_MEM,
  PERF_IDU_IDLE,
  PERF_IDU_INST,
  PERF_IDU_HOLD,
  PERF_IDU_RAW,
  PERF_IDU_LOAD,
  PERF_IDU_STORE,
  PERF_IDU_BRANCH,
  PERF_IDU_JAL,
  PERF_IDU_JALR,
  PERF_BR_FLUSH,
  PERF_EXU_IDLE,
  PERF_EXU_INST,
  PERF_LSU_MEMR,
  PERF_LSU_MEMW
} perf_cnt_t;
module ysyx_23060203_DIV (
  input clock, reset,
  input flush,
  output in_ready,
  input in_valid,
  input in_sign,
  input [31:0] in_a, in_b,
  input out_ready,
  output out_valid,
  output [31:0] out_quot,
  output [31:0] out_rem
);
  parameter ST_HOLD = 6'b111111;
  parameter ST_IDLE = 6'd32;
  reg [5:0] state, state_next;
  wire st_hold = state == ST_HOLD;
  wire st_idle = state == ST_IDLE;
  reg [63:0] a, a_next;
  reg [31:0] b, b_next;
  reg qs, qs_next;
  reg rs, rs_next;
  reg [31:0] q, q_next;
  wire [32:0] rem = a[63:31] - {1'b0, b};
  always @(posedge clock) begin
    if (reset) begin
      state <= ST_IDLE;
    end else begin
      state <= state_next;
      a <= a_next;
      b <= b_next;
      qs <= qs_next;
      rs <= rs_next;
      q <= q_next;
    end
  end
  wire in_as = in_a[31] & in_sign;
  wire in_bs = in_b[31] & in_sign;
  always_comb begin
    state_next = state;
    a_next = a;
    b_next = b;
    qs_next = qs;
    rs_next = rs;
    q_next = q;
    if (in_ready & in_valid) begin
      state_next = 6'd31;
      a_next = {32'b0, ({32{in_as}} ^ in_a) + {31'b0, in_as}};
      b_next = ({32{in_bs}} ^ in_b) + {31'b0, in_bs};
      qs_next = (in_a[31] ^ in_b[31]) & in_sign;
      rs_next = in_a[31] & in_sign;
    end
    if (st_idle) begin
      if (in_valid) ;
    end else if (st_hold) begin
      if (flush | out_ready) begin
        if (in_valid) begin
          ;
        end else begin
          state_next = ST_IDLE;
        end
      end
    end else begin
      if (flush) begin
        if (in_valid) begin
          ;
        end else begin
          state_next = ST_IDLE;
        end
      end else begin
        state_next = state - 1;
        a_next = rem[32] ? {a[62:0], 1'b0} : {rem[31:0], a[30:0], 1'b0};
        q_next = {q[30:0], ~rem[32]};
      end
    end
  end
  assign in_ready = st_idle | flush | (out_ready & st_hold);
  assign out_valid = st_hold & ~flush;
  assign out_quot = ({32{qs}} ^ q) + {31'b0, qs};
  assign out_rem  = ({32{rs}} ^ a[63:32]) + {31'b0, rs};
endmodule
==> design/flow/config.mk <==
export PLATFORM = sky130hd
export DESIGN_NAME = ysyx_23060203_DIV
export DESIGN_NICKNAME = ysyx_23060203_DIV
export VERILOG_FILES = /design/flow/design.v
export SDC_FILE = /design/flow/constraint.sdc
export NUM_CORES = 4
export LEC_CHECK = 1
export CORE_UTILIZATION = 30
==> design/flow/constraint.sdc <==
current_design ysyx_23060203_DIV

set clk_period 14.9
set clk_io_pct 0.2

create_clock -name clk0 -period $clk_period [get_ports {clock}]

set non_clock_inputs [all_inputs -no_clocks]
set_input_delay [expr $clk_period * $clk_io_pct] -clock clk0 $non_clock_inputs
set_output_delay [expr $clk_period * $clk_io_pct] -clock clk0 [all_outputs]
==> design/flow/run.sh <==
#!/bin/bash
# OpenROAD 26Q1-2900-gdf79404cd8, Yosys 0.63+post, stock flow scripts
make -C /OpenROAD-flow-scripts/flow DESIGN_CONFIG=/design/flow/config.mk WORK_HOME=/design/flow/orfs finish
==> impl_metrics.py <==
# Physical implementation metrics
metrics = {
    "floorplanning": {
        "num_io_pins": 136,
        "die.size.x_um": 202,
        "coreArea_um2": 38900,
        "fp_util": 0.307,
        "die_y_um": 202,
        "num_rows": 72,
        "die_area_um2": 40600,
    },
    "logic_synthesis": {
        "yosys-stat-area_um2": 11900,
        "edf_count": 130,
        "ys_ff": 136,
        "synth_seq_share": 0.337,
        "synth.yosys.warnings": 1,
        "netlist_instances": 1382,
        "synth_cell_types": 82,
        "ys.flop_type": "edfxtp_1",
        "yosysCellCount": 1382,
        "avgSynthCellArea_um2": 8.64,
        "synth_area_um2": 11900,
        "async_reset_ff_frac": 0,
    },
    "worst_setup_path": {
        "worstPathMaxFanout": 61,
        "worstPathRequired_ns": 11.92,
        "cp-start-kind": "flip-flop",
        "crit_path_end_kind": "output port",
        "worstSetupPathType": "reg2out",
        "worstPathArrival_ns": 4.32,
    },
    "clock_tree": {
        "cts.repair.resized": 0,
        "htreeDepth": 4,
        "holdBufCountCts": 0,
        "cts-root-buf": "clkbuf_16",
        "clkLatencyLatePin_ns": 0.42,
        "path_clk_slew_ns": 0.06,
        "post-cts-setup-buffer-count": 0,
        "numCtsBuffers": 17,
        "cts_tree": "yes",
        "cts_max_path_buffers": 2,
        "cts.sinks": 136,
    },
    "final_timing": {
        "slew_violations": 0,
        "slew_headroom": 0.408,
        "setup_viol": 0,
        "tns_ns": 0,
        "period_used_share": 0.490,
        "finalHoldViolCount": 0,
        "max_clock_freq_mhz": 137,
        "worstMarginPinSlew_ns": 0.866,
        "layout_setup_ws_ns": 7.60,
        "skew_ns": 0.0102,
        "grt_setup_unrepaired": "false",
        "layout_min_cycle_time_ns": 7.30,
    },
    "grt": {
        "antenna_found_initial": 0,
        "grt_start_max_net_pins": 66,
        "grt_pass1_vias": 9133,
        "overflow": 0,
        "grt_pass1_wl_um": 47800,
        "grtUsageTotal": 0.147,
    },
    "flow_run": {
        "maxCapViolations": 0,
        "tool_warnings": 26,
    },
    "final_layout": {
        "drive_above_1_share": 0.0555,
        "num-fill-cells": 3871,
        "final_cell_count_no_fill": 2013,
        "syn_to_final_growth_pct": 20.2,
    },
    "routing": {
        "wl_um": 29300,
        "diodes": 0,
        "drtAntennaViolNets": 0,
        "drcViolationCount": 0,
        "drtIter0Drc": 658,
        "via_count": 10136,
        "wl_per_cell_um": 14.6,
        "viasPerCell": 5.04,
        "first_pass_iters": 5,
    },
    "pwr": {
        "p_leak_uw": 0.00525,
        "vdd_drop_max_mv": 0.0851,
        "powerDensity_nw_per_um2": 164,
    },
    "placement": {
        "port-buffer-count": 135,
        "hpwl_um": 22500,
        "place_ws_ns": 7.63,
        "place_congestion": 0.900,
        "dp_cells": 1981,
    },
    "min_path": {
        "min_path_type": "reg2reg",
    },
    "run_status": {
        "status": "finished, final reports clean",
    },
}
cell type report:
type	instances	area, um^2	area share
Clock buffer	17	425	0.0296
Clock inverter	15	150	0.0105
Inverter	85	319	0.0222
Multi-Input combinational cell	1092	7320	0.510
Sequential cell	136	4020	0.280
Tap cell	518	648	0.0452
Timing Repair Buffer	150	1460	0.102
synth_stat cells (all sizes together) (4+ instances only):
master   instances  area (um^2)
o2111ai          4         70.1
o221ai           4         35.0
o31a             5         43.8
ha              42          526
a21o             9         67.6
clkbuf          48          180
nor3            25          130
nand3b           8         60.1
nor2           105          402
a21oi          135          676
nor4            11         83.8
buf             21          109
a31oi           12         75.1
edfxtp         130         3900
nand2b          25          156
a21boi           4         30.0
dfxtp            6          120
o21a             5         37.5
o21bai           4         30.0
mux2i           44          457
xnor2          143         1250
and2             8         50.1
mux2             5         56.3
o21ai           83          419
o22ai           62          400
nand4b           4         35.0
inv             85          319
a21bo            4         40.0
o211ai           5         37.5
or2              4         25.0
o31ai            9         67.6
o311ai           6         52.6
or3             14         92.6
nand3           46          230
and3            16          100
and4b            7         70.1
nand4           11         68.8
nor4b            6         52.6
nor2b           10         62.6
nand2          106          400
a211oi           7         52.6
xor2            58          508
or4b             4         43.8
registers in the layout, indices dropped and copies added (netlist names):
register / cells
b: 32
a: 64
state: 6
q: 32
qs: 1
rs: 1
where the power goes:
group          leakage [uW]  internal, uW  switching (uW)  total, uW
Combinational       0.00369           587             625       1210
Clock              0.000266           246             168        414
Sequential          0.00129           575             153        729
Total               0.00525          1410             946       2350
path summary, 6_finish.rpt:
check | start | end | slack, ns | cells past startpoint
max reg2reg | a[37] | a[53] | 10.98 | 12
min reg2reg | q[0] | q[1] | 0.45 | 0
min | q[0] | q[1] | 0.45 | 0
max | qs | out_quot[31] | 7.60 | 11
kinds of logic after synthesis:
family / Yosys count / synth area share
AND-OR/OR-AND: 374 / 0.193
flip-flops: 136 / 0.337
AND/OR/NAND/NOR: 425 / 0.183
XOR/XNOR: 201 / 0.147
multiplexers: 49 / 0.0430
buffers and inverters: 154 / 0.0509
adder cells (fa/ha/maj): 43 / 0.0457
per-layer routing:
metal  routed length [um]  vias to the layer above  GRT usage
met4                  251                        0     0.0143
met3                 1750                       11     0.0341
met2                12500                      214      0.218
li1                     -                     5233          -
met5                    0                        -          0
met1                14800                     4678      0.230
placed cells by master (no fill, tap or decap), types with 10 or more instances in the layout:
master,synthesis,layout
xnor2_1,143,143
a21oi_1,135,135
clkdlybuf4s50_1,0,135
edfxtp_1,130,130
nand2_1,105,105
nor2_1,104,103
inv_1,83,82
o21ai_0,81,81
o22ai_1,60,60
xor2_1,58,58
nand3_1,46,45
mux2i_1,42,42
ha_1,42,42
nand2b_1,25,25
nor3_1,24,24
clkbuf_16,0,17
and3_1,16,16
buf_4,1,15
or3_1,13,13
a31oi_1,12,12
nand4_1,11,11
nor2b_1,10,10
nor4_1,10,10
per-stage QoR:
step | hold WS [ns] | util | total power, uW | cell area [um^2]
after floorplan | 0.421 | - | 1510 | 11900
after global placement | 0.441 | 0.354 | 1930 | 13800
after detailed placement | 0.438 | 0.354 | 1940 | 13800
after CTS | 0.453 | 0.369 | 2370 | 14400
after global routing | 0.487 | 0.369 | 2540 | 14400
final | 0.449 | 0.369 | 2350 | 14400
critical path: stages, from the launching register on:
cell             delay [ns]
edfxtp_1               0.33
buf_4                  0.50
nor4b_1                0.48
mux2i_1                0.14
nor4_1                 0.58
o2111ai_1              0.30
nor2b_1                0.33
o21ai_0                0.24
o21a_1                 0.22
o22ai_1                0.17
xnor2_1                0.14
clkdlybuf4s50_1        0.47
Power is estimated from default activity; no workload was simulated.
